--- design/flow/config.mk ---
export PLATFORM = sky130hd
export DESIGN_NAME = top_vending_machine
export DESIGN_NICKNAME = top_vending_machine
export VERILOG_FILES = /design/flow/design.v
export SDC_FILE = /design/flow/constraint.sdc
export NUM_CORES = 4
export LEC_CHECK = 1
export CORE_UTILIZATION = 30
--- design/flow/constraint.sdc ---
current_design top_vending_machine

set clk_period 5.1
set clk_io_pct 0.2

create_clock -name clk0 -period $clk_period [get_ports {clk}]

set non_clock_inputs [all_inputs -no_clocks]
set_input_delay [expr $clk_period * $clk_io_pct] -clock clk0 $non_clock_inputs
set_output_delay [expr $clk_period * $clk_io_pct] -clock clk0 [all_outputs]
--- design/flow/design.v ---
module bcd_to_7seg ( 
	input [3:0] bcd, 
	output reg [6:0] seg 
); 
	always @(*) begin 
		case (bcd) 
			4'd0: seg = 7'b1000000; 
			4'd1: seg = 7'b1111001; 
			4'd2: seg = 7'b0100100; 
			4'd3: seg = 7'b0110000; 
			4'd4: seg = 7'b0011001; 
			4'd5: seg = 7'b0010010; 
			4'd6: seg = 7'b0000010; 
			4'd7: seg = 7'b1111000; 
			4'd8: seg = 7'b0000000; 
			4'd9: seg = 7'b0010000; 
			default: seg = 7'b1111111; 
		endcase 
	end 
endmodule
module fsm (
	input clk, 
	input rst, 
	input btn_start, 
	input btn_coin, 
	input btn_buy, 
	input btn_cancel, 
	input [1:0] sw_prod, 
	input collected,		
	output [6:0] seg_credit,  
	output [6:0] seg_change,  
	output reg led_motor,	 
	output [1:0] led_state,  
	output led_start, 
	output led_coin, 
	output led_buy, 
	output led_cancel
); 
	localparam IDLE = 2'b00; 
	localparam COINS = 2'b01; 
	localparam DISP  = 2'b10; 
	localparam PICK  = 2'b11; 
	reg [1:0] state, next_state; 
	reg [3:0] price; 
	reg [3:0] credit; 
	reg [3:0] change; 
	reg  prev_coin; 
	wire coin_pulse = btn_coin && ~prev_coin; 
	assign led_start  = btn_start; 
	assign led_coin   = btn_coin; 
	assign led_buy    = btn_buy; 
	assign led_cancel = btn_cancel; 
	assign led_state  = state; 
	reg [25:0] m_count; 
	reg m_active; 
	reg        await_collect;
always @(*) begin 
	case (sw_prod) 
		2'b00: price = 4; 
		2'b01: price = 9; 
		2'b10: price = 2; 
		2'b11: price = 7; 
		default: price = 0; 
	endcase 
end 
always @(posedge clk or posedge rst) begin 
	if (rst) begin 
		state         <= IDLE; 
		credit        <= 4'd0; 
		change        <= 4'd0; 
		led_motor     <= 1'b0; 
		prev_coin     <= 1'b0; 
		m_count       <= 4'd0; 
		m_active      <= 1'b0; 
		await_collect <= 1'b0;
	end else begin 
		state     <= next_state; 
		prev_coin <= btn_coin; 
		case (state) 
			IDLE: begin 
				credit     <= 4'd0; 
				led_motor  <= 1'b0; 
				m_active   <= 1'b0; 
				m_count    <= 4'd0; 
				if (!await_collect && btn_start)
					change <= 4'd0;                 
				else if (await_collect && collected) begin
					change        <= 4'd0;         
					await_collect <= 1'b0;			 
				end
			end 
			COINS: begin 
				led_motor <= 1'b0; 
				if (coin_pulse && credit < 4'd9) 
					credit <= credit + 4'd1; 
				if (btn_cancel) begin 
					change        <= credit;       
					credit        <= 4'd0; 			 
					await_collect <= 1'b0;         
				end 
			end 
			DISP: begin 
				if (credit >= price) begin 
					m_active      <= 1'b1; 
					m_count       <= 4'd10; 
					change        <= credit - price; 
					credit        <= 4'd0; 
					await_collect <= 1'b1;           
				end 
			end 
			PICK: begin 
				if (m_active) begin 
					if (m_count > 0) begin 
						m_count   <= m_count - 4'd1; 
						led_motor <= 1'b1; 
					end else begin 
						led_motor <= 1'b0; 
						m_active  <= 1'b0; 
					end 
				end else begin 
					led_motor <= 1'b0; 
				end
			end 
		endcase 
	end 
end 
always @(*) begin 
	case (state) 
		IDLE: begin
			if (await_collect && !collected)
				next_state = IDLE;
			else
				next_state = btn_start ? COINS : IDLE;
		end
		COINS: begin
			if (btn_cancel)
				next_state = IDLE;       
			else if (btn_buy && credit >= price)
				next_state = DISP; 
			else
				next_state = COINS;
		end
		DISP:  next_state = PICK; 
		PICK: begin
			if (m_active)
				next_state = PICK; 
			else
				next_state = IDLE;   
		end
		default: next_state = IDLE; 
	endcase 
end 
bcd_to_7seg u_credit ( .bcd(credit), .seg(seg_credit) ); 
bcd_to_7seg u_change ( .bcd(change), .seg(seg_change) ); 
endmodule
module top_vending_machine (
	input clk,  
	input rst,  
	input [3:0] btn,  
	input [1:0] sw,  
	input collected,	 
	output [6:0] hex_credit,  
	output [6:0] hex_change,  
	output [7:0] led	 
);
reg [3:0] btn_reg; 
always @(posedge clk or posedge rst) begin 
	if (rst) 
		btn_reg <= 4'b1111; 
	else 
		btn_reg <= btn; 
end 
	wire btn_start	= ~btn_reg[3]; 
	wire btn_coin	= ~btn_reg[0]; 
	wire btn_buy	= ~btn_reg[1]; 
	wire btn_cancel	= ~btn_reg[2]; 
	wire [1:0] led_state; 
fsm vm_inst ( 
	.clk (clk), 
	.rst(rst), 
	.btn_start (btn_start), 
	.btn_coin (btn_coin), 
	.btn_buy (btn_buy), 
	.btn_cancel (btn_cancel), 
	.sw_prod	(sw), 
	.collected (collected), 
	.seg_credit (hex_credit), 
	.seg_change (hex_change), 
	.led_motor (led[7]), 
	.led_state (led_state), 
	.led_start (led[0]), 
	.led_coin (led[1]), 
	.led_buy (led[2]), 
	.led_cancel (led[3]) 
); 
	assign led[5:4] = led_state; 
	assign led[6] = collected;	
endmodule
--- design/flow/run.sh ---
#!/bin/bash
# OpenROAD 26Q1-2900-gdf79404cd8, Yosys 0.63+post, stock flow scripts
make -C /OpenROAD-flow-scripts/flow DESIGN_CONFIG=/design/flow/config.mk WORK_HOME=/design/flow/orfs finish
==> flow_summary.json <==
{
  "io_buffers": 30,
  "postSynth.asyncResetShare_pct": 100.0,
  "path_clk_slew_ps": 80,
  "worstHoldEndpoint": "vm_inst.prev_coin",
  "largest_reg_flops": 26,
  "cts_buffers": 5,
  "drt_wl_total_mm": 5.866,
  "gp_congestion": 0.8762,
  "insertion_delay_ps": 300,
  "clockBufferDepth": 2,
  "postCtsSetupBuffers": 0,
  "h-tree-depth": 2,
  "synth.ff_latch_count": 44,
  "ctsHoldBuffers": 0,
  "syn_area_per_cell_um2": 8.796,
  "outcome": "finished clean",
  "drt_iter0_markers": 139,
  "grt_max_degree": 45,
  "swShare_pct": 42.55,
  "clkPwrFrac_pct": 13.8,
  "numClockSinks": 44,
  "edf_count": 0,
  "grt_setup_unrepaired": "false",
  "cts_resized": 0,
  "power_switching_mw": 0.6891,
  "die_x_um": 100.8,
  "comb_power_share_pct": 52.6,
  "wl_per_cell_um": 12.07,
  "antenna_cells": 0,
  "arrival_ps": 4160,
  "timing.setup.tns_ps": 0,
  "die_h_um": 100.8,
  "cp.required_ps": 5270,
  "avgViaCountPerCell": 4.735,
  "fp-row-count": 35,
  "post-route-period-util_pct": 78.08,
  "power.leakage_nw": 1.501,
  "cts_tree": "yes",
  "placed_cell_area_um2": 3319,
  "die_area_um2": 10160,
  "routed-via-count": 2301,
  "ys_chip_area_um2": 2929,
  "p_seq_share_pct": 33.6,
  "synthesis.area_um2": 2929,
  "crit_top_cell": "a21oi_1",
  "fin_crit_ps": 3982,
  "drtAntennaViolNets": 0,
  "peakVddDrop_uv": 148.7,
  "tool_warnings": 41,
  "r2r_end": "vm_inst.m_count[25]",
  "timing.rr.start": "vm_inst.credit[0]",
  "max_cap_violations": 0,
  "slew_viol_final": 0,
  "utilization_pct": 36.58,
  "min_from": "btn_reg[0]",
  "fp_util_pct": 31.40,
  "drive_gt1_share_pct": 7.003,
  "slowest_delay_ps": 570,
  "crit_chain": "clkdlybuf4s50_1, inv_1, ha_1, o21bai_1, ha_1, a21oi_1, o21a_1, a21oi_1, nor2b_1, buf_4, buf_4, a21oi_1",
  "reg2reg_depth": 11,
  "ys.flop_type": "dfrtp_1",
  "dp_worst_setup_slack_ps": 818.4,
  "start_kind": "primary input",
  "grt_pass1_wl_mm": 10.45,
  "hold_path_depth": 1,
  "regMostFlops": "vm_inst.m_count",
  "drc": 0,
  "cp_slowest_cell": "nor2b_1",
  "hpwl_mm": 4.305,
  "antenna_found_initial": 0,
  "min_path_type": "register to register",
  "drt_pass1_iterations": 4,
  "ios": 31,
  "worst_slack_ps": 1118,
  "lay_top_cells": "dfrtp_1, nor2_1, clkdlybuf4s50_1",
  "grt_pass1_vias": 2280,
  "ys.warnings.count": 3,
  "setup_violations": 0,
  "core_region_area_um2": 9328,
  "worstMarginPinSlew_ps": 717.0,
  "ys_cells": 333,
  "grt_overflow": 0,
  "fin_skew_ps": 12.54,
  "reg2reg_slack_ps": 2000,
  "syn_inst": 333,
  "relSlewSlack_pct": 52.20,
  "area_growth_pct": 16.49,
  "grt_usage_pct": 12.95,
  "critical_path_peak_fanout": 9,
  "cts_root_buffer": "clkbuf_8",
  "mostFrequentLayoutCell": "dfrtp_1",
  "worstSetupEndpointType": "register",
  "crit_type": "primary input to register",
  "power_density_nw_per_um2": 474.7,
  "fmax_mhz": 251.1,
  "p_int_mw": 0.9304,
  "synth_seq_share_pct": 37.76,
  "finalHoldViolCount": 0,
  "ys_types": 46,
  "finish.instance_area_um2": 3412
}
-- metal layers --
metal  part of all wire [%]  track usage [%]
met3                    4.7            2.186
met1                     54            20.64
met2                     41            19.55
met5                      0                0
met4                   0.94            1.226
-- worst max-delay path: cells and delay by family --
kind / cells / cell delay [ps]
adder cells (fa/ha/maj): 2 / 490
AND/OR/NAND/NOR: 1 / 570
buffers and inverters: 4 / 1050
AND-OR/OR-AND: 5 / 1010
-- through the flow --
step	hold slack [ps]	std cells	total power, mW
2_1_floorplan	433.4	333	1.206
3_3_place_gp	455.6	478	1.389
3_5_place_dp	454.1	478	1.391
4_1_cts	475.2	486	1.626
5_1_grt	487.3	486	1.776
6_report	468.5	486	1.620
-- cell type report --
cell class              count  area, um2
clock buffers               6      82.58
clock inverters             2      10.01
fillers                   931       5916
inverters                  25      93.84
multi-input cells         247       1635
flip-flops and latches     44       1106
well taps                 129      161.4
repair buffers             33      322.8
-- how the worst max path moves through the flow --
stage / depth (start not counted) / endpoint / slack [ps] / startpoint
finish: 12 / vm_inst.m_count[25] / 1120 / sw[0]
global route: 12 / vm_inst.m_count[24] / 790 / sw[0]
CTS: 12 / vm_inst.m_count[25] / 1110 / sw[0]
-- cell families after synthesis --
| group | share of synthesized area [%] |
|---|---|
| flops | 37.76 |
| simple gates | 23.49 |
| fa+ha+maj | 11.36 |
| buf+inv | 6.408 |
| xor+xnor | 5.980 |
| mux | 0.7262 |
| compound gates | 14.27 |
-- power groups by stage --
stage / logic (mW) / clock network, mW / registers [mW]
finish: 0.851 / 0.224 / 0.544
global route: 0.975 / 0.242 / 0.559
CTS: 0.851 / 0.232 / 0.543
-- cells in the mapped netlist (2+ instances only) --
master    count  area share, %
or3_1         6            1.3
o21a_1        2           0.51
a22oi_1       3           0.77
nor2b_1       6            1.3
dfstp_2       4            3.6
dfrtp_1      40             34
nand3_1      10            1.7
o31ai_1       4            1.0
or2_2         3           0.64
a31oi_1       2           0.43
o21ai_0      22            3.8
inv_1        25            3.2
a211oi_1      2           0.51
ha_1         25             11
xor2_1       13            3.9
nand4_1       7            1.5
xnor2_1       7            2.1
or4_1         4            1.0
and3_1        2           0.43
a21oi_1      22            3.8
nor3_1       13            2.2
buf_4         6            1.5
nand2_1      27            3.5
o211ai_1      2           0.51
nor2_1       32            4.1
clkbuf_1     10            1.3
nor4_1        7            1.5
a21o_1        2           0.51
o32a_1        2           0.68
nand2b_1      7            1.5
Power and IR drop assume default switching activity.
